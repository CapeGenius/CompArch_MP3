`flow/run.sh`:
```
#!/bin/bash
# OpenROAD 26Q1-2900-gdf79404cd8, Yosys 0.63+post, stock flow scripts
make -C /OpenROAD-flow-scripts/flow DESIGN_CONFIG=/design/flow/config.mk WORK_HOME=/design/flow/orfs finish
```
`flow/config.mk`:
```
export PLATFORM = sky130hd
export DESIGN_NAME = top
export DESIGN_NICKNAME = top
export VERILOG_FILES = /design/flow/design.v
export SDC_FILE = /design/flow/constraint.sdc
export NUM_CORES = 4
export LEC_CHECK = 1
export CORE_UTILIZATION = 50
export SYNTH_HDL_FRONTEND = slang
```
`flow/constraint.sdc`:
```
current_design top

set clk_period 8.0
set clk_io_pct 0.2

create_clock -name clk0 -period $clk_period [get_ports {clk}]

set non_clock_inputs [all_inputs -no_clocks]
set_input_delay [expr $clk_period * $clk_io_pct] -clock clk0 $non_clock_inputs
set_output_delay [expr $clk_period * $clk_io_pct] -clock clk0 [all_outputs]
```
`flow/design.v`:
```
module memory#(
    parameter INIT_FILE=""
)(
    input logic clk,
    input logic [5:0] pixel,
    input logic [7:0] new_pixel_value,
    input logic [1:0] write_flag,
    output logic [7:0] read_data,
    output logic [63:0] previous_line,
    output logic [63:0] current_line,
    output logic [63:0] next_line
);
    localparam [1:0] WRITE = 2'b01;
    localparam [1:0] REPLACE = 2'b10;
    logic [63:0] read_mem [0:7];
    logic [63:0] write_mem [0:7];
    logic [2:0] row;
    logic [2:0] column;
    logic [7:0] start_index;
    logic [7:0] end_index;
    assign start_index = 8*column;
    assign end_index = start_index+7;
    assign row = pixel[5:3];
    assign column = pixel[2:0];
    initial begin
        $readmemh(INIT_FILE, read_mem);
        $readmemh(INIT_FILE, write_mem);
    end
    always_ff @(posedge clk) begin 
        current_line <= read_mem[row];
        previous_line <= (row == 0) ? read_mem[7] : read_mem[row-1];
        next_line <= (row == 7) ? read_mem[0] : read_mem[row+1];
        read_data <= read_mem[row][start_index +: 8];
        case (write_flag) 
            WRITE: 
                write_mem[row][start_index +: 8] <= new_pixel_value;
            REPLACE: 
                begin
                    read_mem[0] <= write_mem[0];
                    read_mem[1] <= write_mem[1];
                    read_mem[2] <= write_mem[2];
                    read_mem[3] <= write_mem[3];
                    read_mem[4] <= write_mem[4];
                    read_mem[5] <= write_mem[5];
                    read_mem[6] <= write_mem[6];
                    read_mem[7] <= write_mem[7];
                end
        endcase
    end
endmodule
module game_of_life#(
    parameter INIT_FILE = ""
)(
    input logic clk, 
    input logic state,
    input logic [5:0] address,
    output logic [7:0] read_data
);
    logic [4:0] transmit_idle_register;
    logic [7:0] color_value;
    logic [1:0] write_flag;
    logic previous_state; 
    logic [2:0] counter;
    logic [63:0] previous_line;
    logic [63:0] current_line;
    logic [63:0] next_line;
    localparam [5:0] MAX_PIXELS = 63;
    logic [7:0] neighbors = 8'b0;
    localparam [1:0] WRITE = 2'b01;
    localparam [1:0] REPLACE = 2'b10;
    localparam [7:0] DEAD = 8'h00;
    localparam [7:0] ALIVE = 8'hFF;
    localparam TRANSMIT_FRAME = 1'b0;
    localparam IDLE = 1'b1;
    logic [2:0] row; 
    logic [2:0] column;
    assign row = address[5:3];
    assign column= address[2:0];
    logic [7:0] start_index, previous_start,next_start;
    assign start_index = 8*column;
    assign previous_start = (start_index == 0) ? 56 : start_index - 8;
    assign next_start = (start_index == 56) ? 0 : start_index + 8;
    initial begin
        color_value = 8'b0;
        write_flag = WRITE;
        transmit_idle_register = 5'b000;
    end
    memory #(
        .INIT_FILE      (INIT_FILE)
    ) mem_module (
        .clk                    (clk),
        .pixel                  (address),
        .new_pixel_value        (color_value),
        .write_flag             (write_flag),
        .read_data              (read_data),
        .previous_line          (previous_line),
        .current_line           (current_line),
        .next_line              (next_line)
    );
    always_comb begin
        counter = 3'b000;
        neighbors = 8'b0;
        neighbors[0] = (previous_line[previous_start +:8] != 0);
        neighbors[1] = (previous_line[start_index +: 8] != 0);
        neighbors[2] = (previous_line[next_start +: 8] != 0);
        neighbors[3] = (current_line[previous_start +: 8] !=0);
        neighbors[4] = (current_line[next_start +: 8] !=0);
        neighbors[5] = (next_line[previous_start +: 8] != 0);
        neighbors[6] = (next_line[start_index +: 8] != 0);
        neighbors[7] = (next_line[next_start +: 8] != 0);
        counter = $countones(neighbors);
    end
    always_ff @(posedge clk) begin
        transmit_idle_register = {transmit_idle_register, state};
        if (write_flag == REPLACE) begin
            write_flag <= WRITE;
        end
        if (counter < 2 && read_data != DEAD) begin
            color_value <= DEAD;
        end else if ((counter == 2 || counter == 3) && read_data != DEAD) begin
            color_value <= ALIVE; 
        end else if (counter > 3 && read_data != DEAD) begin
            color_value <= DEAD; 
        end else if (counter == 3 && read_data == DEAD) begin
            color_value <= ALIVE; 
        end else begin
            color_value <= DEAD;
        end
        if (transmit_idle_register == 5'b11000) begin
            write_flag <= REPLACE;
        end
    end
endmodule
module ws2812b(
    input logic clk, 
    input logic serial_in, 
    input logic transmit, 
    output logic ws2812b_out, 
    output logic shift
);
    localparam IDLE = 1'b0;
    localparam TRANSMITTING = 1'b1;
    localparam T0_CYCLE_COUNT = 4'd5;
    localparam T1_CYCLE_COUNT = 4'd10;
    localparam MAX_CYCLE_COUNT = 4'd15;
    logic state = IDLE;
    logic [3:0] cycle_count = 4'd0;
    logic bit_being_sent = 1'b0;
    always_ff @(posedge clk) begin
        unique case (state)
            IDLE:
                if (transmit == 1'b1) begin
                    state <= TRANSMITTING;
                    cycle_count <= 4'd0;
                    bit_being_sent <= serial_in;
                end
            TRANSMITTING:
                if (transmit == 1'b0) begin
                    state <= IDLE;
                end
                else if (cycle_count == MAX_CYCLE_COUNT - 1) begin
                    cycle_count <= 4'd0;
                    bit_being_sent <= serial_in;
                end
                else begin
                    cycle_count <= cycle_count + 1;
                end
        endcase
    end
    always_comb begin
        if (state == TRANSMITTING)
            if (bit_being_sent == 1'b0)
                ws2812b_out = (cycle_count < T0_CYCLE_COUNT);
            else
                ws2812b_out = (cycle_count < T1_CYCLE_COUNT);
        else
            ws2812b_out = 1'b0;
    end
    assign shift = (state == TRANSMITTING) && (cycle_count == 4'd0);
endmodule
module controller (
    input logic clk, 
    output logic load_sreg, 
    output logic transmit_pixel, 
    output logic [5:0] pixel, 
    output logic [4:0] frame
);
    localparam TRANSMIT_FRAME       = 1'b0;
    localparam IDLE                 = 1'b1;
    localparam [2:0] READ_CH_VALS   = 3'b001;  
    localparam [2:0] LOAD_SREG      = 3'b010;  
    localparam [2:0] TRANSMIT_PIXEL = 3'b100;  
    localparam [8:0] TRANSMIT_CYCLES    = 9'd360;        
    localparam [19:0] IDLE_CYCLES       = 20'd3051832;    
    logic state = TRANSMIT_FRAME;
    logic next_state;
    logic [2:0] transmit_phase = READ_CH_VALS;  
    logic [2:0] next_transmit_phase;
    logic [5:0] pixel_counter = 6'd0;  
    logic [4:0] frame_counter = 4'b0;  
    logic [8:0] transmit_counter = 9'd0;  
    logic [19:0] idle_counter = 20'd0;  
    logic transmit_pixel_done;
    logic idle_done;
    assign transmit_pixel_done = (transmit_counter == TRANSMIT_CYCLES - 1);  
    assign idle_done = (idle_counter == IDLE_CYCLES - 1);  
    always_ff @(negedge clk) begin
        state <= next_state;
        transmit_phase <= next_transmit_phase;
    end
    always_comb begin  
        next_state = 1'bx;
        unique case (state)
            TRANSMIT_FRAME:
                if ((pixel_counter == 6'd63) && (transmit_pixel_done))  
                    next_state = IDLE;
                else
                    next_state = TRANSMIT_FRAME;
            IDLE:  
                if (idle_done)
                    next_state = TRANSMIT_FRAME;
                else
                    next_state = IDLE;
        endcase
    end
    always_comb begin
        next_transmit_phase = READ_CH_VALS;
        if (state == TRANSMIT_FRAME) begin  
            case (transmit_phase)
                READ_CH_VALS:  
                    next_transmit_phase = LOAD_SREG;  
                LOAD_SREG:
                    next_transmit_phase = TRANSMIT_PIXEL;  
                TRANSMIT_PIXEL:
                    next_transmit_phase = transmit_pixel_done ? READ_CH_VALS : TRANSMIT_PIXEL;  
            endcase
        end
    end
    always_ff @(negedge clk) begin
        if ((state == TRANSMIT_FRAME) && transmit_pixel_done) begin  
            pixel_counter <= pixel_counter + 1;
        end
    end
    always_ff @(negedge clk) begin
        if (idle_done) begin  
            frame_counter <= frame_counter + 1;
        end
    end
    always_ff @(negedge clk) begin
        if (transmit_phase == TRANSMIT_PIXEL) begin  
            transmit_counter <= transmit_counter + 1;
        end
        else begin  
            transmit_counter <= 9'd0;
        end
    end
    always_ff @(negedge clk) begin
        if (state == IDLE) begin  
            idle_counter <= idle_counter + 1;
        end
        else begin  
            idle_counter <= 20'd0;
        end
    end
    assign pixel = pixel_counter;  
    assign frame = frame_counter;  
    assign load_sreg = (transmit_phase == LOAD_SREG);  
    assign transmit_pixel = (transmit_phase == TRANSMIT_PIXEL);  
endmodule
module top(
    input logic     clk, 
    input logic     SW, 
    input logic     BOOT, 
    output logic    _48b, 
    output logic    _45a
);
    logic [7:0] red_data;
    logic [7:0] green_data;
    logic [7:0] blue_data;
    logic [5:0] pixel;
    logic [4:0] frame;
    logic [10:0] address;
    logic [23:0] shift_reg = 24'd0;
    logic load_sreg;
    logic transmit_pixel;
    logic shift;
    logic ws2812b_out;
    assign address = { pixel };
    game_of_life #(
        .INIT_FILE      ("initial_config/glider.txt")
    ) u1 (
        .clk            (clk),
        .state          (transmit_pixel),
        .address        (pixel), 
        .read_data      (green_data)
    );
    game_of_life #(
        .INIT_FILE      ("initial_config/spaceship.txt")
    ) u2 (
        .clk            (clk),
        .state          (transmit_pixel),
        .address        (pixel), 
        .read_data      (blue_data)
    );
    game_of_life #(
        .INIT_FILE      ("initial_config/start_position.txt")
    ) u3 (
        .clk            (clk),
        .state          (transmit_pixel),
        .address        (pixel), 
        .read_data      (red_data)
    );
    ws2812b u4 (
        .clk            (clk), 
        .serial_in      (shift_reg[23]), 
        .transmit       (transmit_pixel), 
        .ws2812b_out    (ws2812b_out), 
        .shift          (shift)
    );
    controller u5 (
        .clk            (clk), 
        .load_sreg      (load_sreg), 
        .transmit_pixel (transmit_pixel), 
        .pixel          (pixel), 
        .frame          (frame)
    );
    always_ff @(posedge clk) begin
        if (load_sreg) begin
            unique case ({ SW, BOOT })
                2'b00:
                    shift_reg <= { green_data, 16'd0 };
                2'b01:
                    shift_reg <= { 8'd0, red_data, 8'd0 };
                2'b10:
                    shift_reg <= { 16'd0, blue_data };
                2'b11:
                    shift_reg <= { green_data, red_data, blue_data };
            endcase
        end
        else if (shift) begin
            shift_reg <= { shift_reg[22:0], 1'b0 };
        end
    end
    assign _48b = ws2812b_out;
    assign _45a = ~ws2812b_out;
endmodule
```
==> flow_summary.ini <==
; implementation run metrics
[flow_run]
max_cap_check_violation_count = 0
stage_log_warnings = 75

[power_and_ir_drop]
peakVddDrop_uv = 286
p_leak_nw = 9.65
areal_power_density_over_the_cells_mw_per_mm2 = 204

[finish]
final_core_util = 0.573
layout.cells.non_filler = 2342
regArea_mm2 = 0.0149
fillers = 3641
multiInputGateArea_mm2 = 0.00872
final_cell_mix = edfxtp_1 (419), mux4_2 (153), nor2_1 (125)
syn_to_final_growth_pct = 12.9
drive_gt1_frac = 0.215
layout_top_cell = edfxtp_1

[setup_path]
critical_path_peak_fanout = 5
critical_path.slowest_cell = fa_1
timing.critical_path.to_type = flop
worst_path_largest_cell_delay_ps = 490
crit_family = adder cells
count_of_buffering_cells_on_the_critical_path_with_inverters_included = 5
worst_ep_required_time_ps = 8510
cp_cell_sequence = clkinvlp_4 > ha_4 > ha_4 > nor2_4 > buf_6 > clkbuf_16 > mux4_2 > mux2i_1 > nor2_1 > ha_1 > inv_1 > fa_1 > fa_1 > inv_1 > ha_2 > xnor2_2 > xnor2_1 > nor2_1
cp.arrival_ps = 8400
startpoint_type = flop
crit_type = flop to flop

[synth]
post_synth.cell_area_avg_um2 = 15.1
ys.flop_type = edfxtp_1
synth_cell_types = 71
synth.ff_latch_count = 536
synthesis.area_mm2 = 0.0242
yosys.stat.seqShare = 0.616
synthesis.instances = 1600
netlist.area_leader.share = 0.519
asyncSetResetFlopFracSynth = 0
number_of_flops_mapped_to_enable_cells_by_yosys = 419
yosys_warn_count = 0
yosys-top-cells-area = edfxtp_1 (52%), mux4_2 (14%), dfxtp_1 (9.7%)
yosys.area.top_type = edfxtp_1
synth_chip_area_mm2 = 0.0242
ys_cells = 1600

[sta]
fin_worst_skew_ps = 36.5
hold_viol_final = 0
tightestPinTransition_ps = 820
finalSetupViolations = 0
slew_headroom = 0.452
finalWorstSetupSlack_ps = 109
grt_setup_unrepaired = yes
finalMaxSlewViolations = 0

[cts]
cts.sink_count = 536
number_of_buffers_inserted_by_hold_repair_at_cts = 0
clk_latency_ps = 640
tritoncts_clock_tree = yes
maximum_clock_insertion_buffer_count = 3
cts_buffers = 56
cts.clk_slew.worst_paths_ps = 60
level_count_of_the_clock_h_tree = 2
cts_root_buf = clkbuf_16

[global_routing]
first_global_vias = 14400
grtUsageTotal = 0.272
grt_first_pass_wirelength_um = 88800
grt_antenna_before_repair = 1
globalRoute.totalOverflow = 0
grt_max_degree = 81

[drt]
drt-wirelength-per-cell_um = 25.3
detailroute.via_count = 13800
route.antenna.remaining_nets = 0
detail_route.vias_per_cell = 5.90
drt_drc_violations_left = 0
wirelength_um = 59300
drtPass1Iterations = 7
drt_iter0_markers = 892

[place]
pre_cts_ws_ps = -98.3
gpl.final_weighted_congestion = 0.952
placed_cells = 2188
post-dp-hpwl_um = 41500
port_buffers = 4

[floorplanning]
chip_area_mm2 = 0.0493
initial_core_util = 0.507
die_extent_in_y_um = 222
rows = 80
die-width_um = 222
coreArea_mm2 = 0.0477
ports = 5

[status]
outcome = finished, final reports clean

[min_path]
min-delay-path-class = flop to flop
[cell type report]
type,instances,share of cell area
Timing Repair Buffer,72,0.0258
Clock buffer,68,0.0548
Multi-Input combinational cell,909,0.319
Clock inverter,74,0.0169
Antenna cell,1,0.0000915
Tap cell,615,0.0281
Sequential cell,536,0.546
Inverter,67,0.00943
[metrics by stage]
stage / TNS [ps] / cell area, um2 / power [W] / hold slack, ps
floorplan: -503 / 24300 / 0.00305 / 324
global placement: -41.9 / 25200 / 0.00305 / 334
detailed placement: -246 / 25200 / 0.00305 / 343
CTS: 0 / 27200 / 0.00563 / 356
global route: -101 / 27300 / 0.00574 / 359
finish: 0 / 27300 / 0.00557 / 352
[final timing paths]
path | from | to | slack [ps] | cells after the start
setup reg to reg | u5.pixel[0]$_DFFE_NP_ | u2.color_value[6]$_SDFF_PP0_ | 110 | 18
setup / recovery | u5.pixel[0]$_DFFE_NP_ | u2.color_value[6]$_SDFF_PP0_ | 110 | 18
hold reg to reg | u3.transmit_idle_register[2]$_DFF_P_ | u1.transmit_idle_register[3]$_DFF_P_ | 350 | 0
hold / removal | u3.transmit_idle_register[2]$_DFF_P_ | u1.transmit_idle_register[3]$_DFF_P_ | 350 | 0
[synthesized netlist by cell type (10+ instances only)]
cell type  number
edfxtp_1      419
mux4_2        153
nor2_1        126
dfxtp_1       117
mux2i_1       117
nand2_1       109
o21ai_0        88
inv_1          65
ha_1           35
clkbuf_1       34
and2_1         25
buf_2          23
nand3_1        21
xnor2_1        21
buf_4          19
mux2_2         16
nor2b_1        16
and3_1         15
nand4_1        12
xor2_1         11
or3_1          10
[timing repair]
item / CTS / global route
setup endpoints to repair: 3 / 3
gates cloned: 0 / 1
pin swaps: 1 / 17
gates resized: 1 / 14
setup buffers: 2 / 9
endpoints found under the hold margin: 0 / 0
[metal layers]
layer | global-route usage | part of all wire | up-vias
met5 | 0 | 0 | -
met4 | 0.0733 | 0.034 | 0
met3 | 0.155 | 0.14 | 118
met2 | 0.390 | 0.46 | 637
met1 | 0.388 | 0.37 | 6747
li1 | - | - | 6315
[logic make-up after synthesis]
family                     count (synthesis)  share of synthesized area
and+or+nand+nor                          375                     0.0735
adders and majority gates                 44                     0.0255
AOI/OAI and AO/OA                        167                     0.0436
xor gates and xnor gates                  32                     0.0116
DFF                                      536                      0.616
muxes                                    291                      0.200
buffers and inverters                    155                     0.0294
[worst reg2reg max path: stages, from the launching register on]
cell	delay [ps]
edfxtp_1	430
clkinvlp_4	150
ha_4	180
ha_4	160
nor2_4	160
buf_6	130
clkbuf_16	130
mux4_2	480
mux2i_1	170
nor2_1	70
ha_1	180
inv_1	60
fa_1	420
fa_1	490
inv_1	40
ha_2	190
xnor2_2	130
xnor2_1	130
nor2_1	60
[report_power, final]
group / leakage (nW) / internal [W] / switching [W]
clock: 1.09 / 0.00147 / 0.00113
combinational: 2.89 / 0.00000119 / 0.000000546
sequential: 5.68 / 0.00296 / 0
Power and IR drop assume default switching activity.
